===== flow/config.mk =====
export PLATFORM = sky130hd
export DESIGN_NAME = dual_ram
export DESIGN_NICKNAME = dual_ram
export VERILOG_FILES = /design/flow/design.v
export SDC_FILE = /design/flow/constraint.sdc
export NUM_CORES = 4
export LEC_CHECK = 1
export CORE_UTILIZATION = 50

===== flow/constraint.sdc =====
current_design dual_ram

set clk_period 16.5
set clk_io_pct 0.2

create_clock -name clk0 -period $clk_period [get_ports {clk}]

set non_clock_inputs [all_inputs -no_clocks]
set_input_delay [expr $clk_period * $clk_io_pct] -clock clk0 $non_clock_inputs
set_output_delay [expr $clk_period * $clk_io_pct] -clock clk0 [all_outputs]

===== flow/design.v =====
module dual_ram (chip_sel1,chip_sel2,data_bus1,data_bus2,addr1,addr2,wr1,wr2,rd1,rd2,clk,out1,out2);
input [7:0] addr1,addr2;   
input chip_sel1,chip_sel2,wr1,wr2,rd1,rd2,clk;  
inout [7:0] data_bus1,data_bus2;  
output reg [7:0] out1,out2;  
reg [7:0] ram1 [0:255];  
reg [7:0] ram2 [0:255];  
always @(posedge clk) begin
if (wr1&&rd1)  
	out1[7:0]=8'hxx;
else if (chip_sel1&&rd1&&(addr1!=((8'hxx)||(8'hzz))))  
	out1[7:0]=ram1[addr1];
else if (chip_sel1&&wr1)  
	ram1[addr1]=data_bus1[7:0];
else 
	out1=8'hxx;  
end
assign data_bus1[7:0]= (chip_sel1&&rd1&& !wr1)?out1[7:0]:8'hzz ;  
always @(posedge clk) begin
if (wr2&&rd2)  
	out2[7:0]=8'hxx;
else if (chip_sel2&&rd2&&(addr2!=((8'hxx)||(8'hzz))))  
	out2[7:0]=ram2[addr2];
else if (chip_sel2&&wr2)  
	ram2[addr2]=data_bus2[7:0];
else 
	out2=8'hxx;  
end
assign data_bus2[7:0]= (chip_sel2&&rd1&& !wr2)?out2[7:0]:8'hzz ;  
endmodule

===== flow/run.sh =====
#!/bin/bash
# OpenROAD 26Q1-2900-gdf79404cd8, Yosys 0.63+post, stock flow scripts
make -C /OpenROAD-flow-scripts/flow DESIGN_CONFIG=/design/flow/config.mk WORK_HOME=/design/flow/orfs finish

==> Changelog: implementation <==
### Metrics

* Pre-CTS WS at roughly 6.4 ns
* Pre-Place Util at approximately half
* Yosys Chip Area at between 150000 and 200000 sq um
* Mean Syn Cell Area at about 22 sq um
* Yosys top cell area share at 78.70%
* Top cells, area: edfxtp_1 (79%), mux4_2 (15%), a22oi_1 (2.4%), nor2_1 (1.2%), a21oi_1 (0.82%)
* Root buffer cell: clkbuf_16
* Area leader, netlist: edfxtp_1
* Most frequent cells after synthesis: edfxtp_1 (4112), mux4_2 (1024), nor2_1 (518)
* TritonCTS Buffers at roughly 420
* CTS resizes at 0
* Most common cell in the synthesized netlist: edfxtp_1
* # IOs at around 55
* Hpwl dp at ~230000 microns
* Synth Cell Area at about 160000 sq um
* Ys async rst share at 0%
* Stop stage: 4_1_cts
* Post-CTS Setup Repair Bufs at 0
* # Cells Yosys at approximately 7100
* Clock buffer depth at 4
* Synthesis Warnings at 5
* Rows at 205
* Die Span Y at roughly 560 microns
* Unique cell types at 23
* Count of library flops with an enable pin at between 4000 and 5000
* Register share after synthesis at 78.70%
* Run status: stopped before the end
* Horiz. Die Dim at about 560 microns
* Run Error: [error] [KeplerFormal.cpp:679] Workflow failed: Iso has multiple drivers: .data_bus10, data_bus1[0]$_DFFE_PP_.Q0
* Syn Inst Count at roughly 7100
* Placed cell areas at about 160000 sq um
* PortBufs at 38
* H-tree depth at 5
* Final GP Congestion at between 0.8 and 0.9
* Clock sinks at between 4000 and 5000
* #FFs+latches synth at 4112
* CTS Hold Buffers Added at 0
* Ys flop type: edfxtp_1
[through the flow]
| step | std cells | utilization, % |
|---|---|---|
| after floorplan | 7068 | - |
| after global placement | 11100 | 52.26 |
| after detailed placement | 11100 | 52.30 |
[cells by family after synthesis]
family | after synthesis | synth area share (%)
compound gates | 832 | 3.624
buf+inv | 468 | 1.373
flops | 4112 | 78.70
mux | 1024 | 14.70
simple gates | 632 | 1.598

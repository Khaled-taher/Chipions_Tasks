$ cat flow/config.mk
export PLATFORM = sky130hd
export DESIGN_NAME = p2s
export DESIGN_NICKNAME = p2s
export VERILOG_FILES = /design/flow/design.v
export SDC_FILE = /design/flow/constraint.sdc
export NUM_CORES = 4
export LEC_CHECK = 1
export CORE_AREA = 10 10 70 70
export DIE_AREA = 0 0 80 80
$ cat flow/constraint.sdc
current_design p2s

set clk_period 1.2
set clk_io_pct 0.2

create_clock -name clk0 -period $clk_period [get_ports {clk}]

set non_clock_inputs [all_inputs -no_clocks]
set_input_delay [expr $clk_period * $clk_io_pct] -clock clk0 $non_clock_inputs
set_output_delay [expr $clk_period * $clk_io_pct] -clock clk0 [all_outputs]
$ cat flow/design.v
module p2s (d_in , d_out , load , shift , clk );
input [7:0] d_in ; 
output reg d_out ;
input load , shift , clk ;
reg [7:0] flpflp ;
always @( posedge clk)
begin
if (load&&shift) 
	d_out = 1'hx ;
else if (load) 
	flpflp [7:0] = d_in [7:0] ;
else if (shift) begin
	d_out = flpflp [0] ;
	flpflp [0] = flpflp [1] ;
	flpflp [1] = flpflp [2] ;
	flpflp [2] = flpflp [3] ;
	flpflp [3] = flpflp [4] ;
	flpflp [4] = flpflp [5] ;
	flpflp [5] = flpflp [6] ;
	flpflp [6] = flpflp [7] ;
end
else 
	d_out = d_out ;
end 
endmodule
$ cat flow/run.sh
#!/bin/bash
# OpenROAD 26Q1-2900-gdf79404cd8, Yosys 0.63+post, stock flow scripts
make -C /OpenROAD-flow-scripts/flow DESIGN_CONFIG=/design/flow/config.mk WORK_HOME=/design/flow/orfs finish
==> results.toml <==
# synthesis and place-and-route metrics
[route]
firstDrtPassIters = 2
antennaDiodeCount = 0
vias = 233
drtIter0Drc = 2
drc = 0
wire_per_inst_um = 8.69
vias_per_cell = 2.71
wirelength_um = 747
ant_nets = 0

[clocking]
clock_latency_ns = 0.26
cts_inserted_buffers = 3
cts_root_buffer = "clkbuf_4"
cts_max_level = 1
cts_tree = "yes"
cts_setup_buffers = 0
clock-sinks = 9
clk_pin_slew_ns = 0.05
clockBufferDepth = 2

[timing]
fmax_mhz = 918
finalHoldViolCount = 0
finalSetupTns_ns = 0
finalClockPeriodUsage_pct = 90.8
tightest_slew_ns = 0.133
slew_headroom_pct = 91.1
slew_violations = 0
setup_viol = 0
rsz0062_at_grt = "no"
timing.hold.ws_ns = 0.424
clock_skew_ns = 0.00705
min_period_ns = 1.09

[yosys]
synth_chip_area_um2 = 429
synth_seq_share_pct = 63.0
xor_area_share_pct = 0
top_area_cell = "edfxtp_1"
synth_flops = 9
syn_area_um2 = 429
netlist.area_leader.share_pct = 63.0
yosysCellCount = 22
top_cell = "edfxtp_1"
ys_sh_mux_pct = 24.5
synthAdderAreaFrac_pct = 5.83
syn_area_per_cell_um2 = 19.5
netlist_instances = 22
async_flop_share_pct = 0
topCellsByArea = "edfxtp_1, mux2_4, ha_1"
synth-edff-count = 9
ys_top_logic_family = "multiplexers"
ff_type = "edfxtp_1"
simple_gate_area_share_pct = 0
yosysUniqueCellTypes = 6
ys_sh_aoi_pct = 2.33
ys_top_cells_by_count = "edfxtp_1, mux2_4, ha_1, inv_1"
synth_warnings = 1

[outcome]
status = "complete, no violations"

[die]
initial_core_util_pct = 12.6
die_y_um = 80
die_w_um = 80
die_area_um2 = 6400
core_area_um2 = 3420
fp-row-count = 21
boundaryPins = 12

[global_route]
grt_pass1_wl_um = 1260
antenna_found_initial = 0
grt_pass1_vias = 279
grt_start_max_net_pins = 8
grtUsageTotal_pct = 2.56
gr-total-overflow = 0

[job]
warnings = 26
drv_cap = 0

[pwr]
power_density_nw_per_um2 = 1150
clkPwrFrac_pct = 31.2
power_leakage_uw = 0.000256
vdd_drop_max_uv = 397
netSwitchingFraction_pct = 19.4
combPwrFrac_pct = 15.1
switchingPower_uw = 142
p_seq_share_pct = 53.7
intPower_uw = 593

[critical_path]
end_kind = "output port"
path_cells = "dlygate4sd2_1"
arrival_ns = 0.85
critical_path_buf_inv_count = 1
setup.worst_path.class = "reg -> out"
cp_data_required_time_ns = 0.96
path_max_fanout = 1
startpoint_type = "flip-flop"
cp_top_family = "flip-flops"
crit_slowest_cell = "edfxtp_1"
cpPeakStageDelay_ns = 0.35

[layout]
num-fill-cells = 386
drive_gt1_share_pct = 40.0
regArea_um2 = 270
layout.area.comb_um2 = 140
synthToLayoutAreaGrowth_pct = 49.6

[worst_hold_path]
hold_class = "reg -> reg"

[placement]
port_buffers = 11
routabilityCongestion = 0.724
==> flip-flops by register name, indices dropped and copies added, names as in the netlist <==
register,cells
d_out,1
flpflp,8
==> kinds of logic after synthesis <==
kind of cell / Yosys count
AOI/OAI and AO/OA: 1
adders and majority gates: 2
buffers and inverters: 3
DFF: 9
muxes: 7
==> metrics by stage <==
step           total power [uW]  setup WS [ns]  util, %  instances  instance area, um^2
2_1_floorplan               458          0.200        -         22                  429
3_3_place_gp                515         -0.358     18.0         82                  616
3_5_place_dp                516         -0.374     18.0         82                  616
4_1_cts                     754         0.0856     18.8         86                  642
5_1_grt                     778         0.0584     18.8         86                  642
6_report                    735          0.110     18.8         86                  642
==> layout by cell type, fill, tap and decap left out, drive strengths merged <==
cell           count
buf                4
clkbuf             4
clkdlybuf4s50      8
dlygate4sd2        3
edfxtp             9
ha                 2
inv                2
mux2               7
o21ba              1
==> layout make-up <==
class                   instances  share of cell area [%]
repair buffers                 15                    21.8
clock buffers                   4                    4.09
flip-flops and latches          9                    42.1
multi-input cells              10                    21.8
inverters                       2                    1.17
well taps                      46                    8.97
==> power by group through the flow <==
stage	clock network, uW	registers [uW]	logic [uW]
6_report	229	395	111
5_1_grt	256	398	123
4_1_cts	245	395	114
==> final timing paths <==
kind / start / endpoint / slack [ns] / cells after the start
max reg2reg: flpflp[5] / flpflp[4] / 0.31 / 1
max: d_out / d_out / 0.11 / 1
min reg2reg: flpflp[0] / d_out / 0.42 / 0
min: flpflp[0] / d_out / 0.42 / 0
==> routing by layer <==
layer / global-route usage (%) / routed length, um / vias up
met5: 0 / 0 / -
met4: 0.704 / 14 / 0
met3: 1.82 / 72 / 4
met2: 3.37 / 276 / 13
met1: 3.25 / 383 / 98
li1: - / - / 118
==> timing repair <==
action,in CTS,in global routing
endpoints found under the setup margin,12,0
hold buffers,0,0
gates resized,5,0
Power figures rest on the tool's default switching activity, not on a simulated workload.
